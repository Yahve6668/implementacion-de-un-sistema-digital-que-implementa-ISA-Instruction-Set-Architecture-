==> design/flow/config.mk <==
export PLATFORM = sky130hd
export DESIGN_NAME = registro
export DESIGN_NICKNAME = registro
export VERILOG_FILES = /design/flow/design.v
export SDC_FILE = /design/flow/constraint.sdc
export NUM_CORES = 4
export LEC_CHECK = 1
export CORE_AREA = 10 10 75 75
export DIE_AREA = 0 0 85 85
==> design/flow/constraint.sdc <==
current_design registro

set clk_period 1.0
set clk_io_pct 0.2

create_clock -name clk0 -period $clk_period [get_ports {clk}]

set non_clock_inputs [all_inputs -no_clocks]
set_input_delay [expr $clk_period * $clk_io_pct] -clock clk0 $non_clock_inputs
set_output_delay [expr $clk_period * $clk_io_pct] -clock clk0 [all_outputs]
==> design/flow/design.v <==
`timescale 1ns / 1ps
module registro(
    input clk,
    input en,
	 input [13:0] d,	 
    output reg[13:0] q
    );
  initial q=0;
  always@(posedge clk)
  begin
      if(en==1)
		    q=d;
  end
endmodule
==> design/flow/run.sh <==
#!/bin/bash
# OpenROAD 26Q1-2900-gdf79404cd8, Yosys 0.63+post, stock flow scripts
make -C /OpenROAD-flow-scripts/flow DESIGN_CONFIG=/design/flow/config.mk WORK_HOME=/design/flow/orfs finish
==> changes_impl.md <==
### Metrics

* CP Capture Type: output pin
* Peak Freq at a little over 1 GHz
* Clock Power Share at between 30% and 40%
* Number of buffers created by CTS at 3
* GRT overflow at 0
* Number of synthesized flops with an enable pin at 14
* Die Span Y at about 85 um
* Die Wd at 85 um
* First-pass iteration count of the detailed router at 3
* Pin count of the biggest net entering global routing at 15
* CTS Root Cell: clkbuf_8
* Port buffer count at 29
* CP Class: reg2out
* Outcome: completed
* Yosys stat cell total at 14
* CTS sink cnt at 14
* Unique cell types at 1
* Hold Crit Class: in2reg
* Syn_area_per_cell at ~30 um2
* Logic gate share of total power at 9.1%
* Max-slew violations at 0
* Drc violations at 0
* CP cell instances: clkdlybuf4s15_1
* Crit-path slowest cell: edfxtp_1
* DRT iter0 DRCs at 3
* RePlAce Congestion at about 0.71
* Max FO, Critical Path at 1
* Layout cells sized above 1 at 36.17%
* Synth cell count leaders: 14 x edfxtp_1
* Area leader, netlist: edfxtp_1
* Fin crit period at around 0.97 ns
* Yosys stat chip area at about 420 um2
* H-tree levels at 1
* Cell family with most CP delay: flip-flops
* Antenna Violating Nets Remaining at 0
* Number of global-route vias before repair at ~300
* Number of warnings in the stage logs at 26
* Routed Wire Length at 1.159 mm
* Top cells, area: edfxtp_1 100%
* Reg power frac at between 50% and 60%
* Full die area at 0.007225 mm2
* Post-Syn Instances at 14
* Sw Pwr at around 0.0002 W
* Setup TNS at 0 ns
* Cell area power density at 1628 mW/mm2
* Global-route wire length before repair at about 1.7 mm
* Finished Layout Cells at roughly 97
* Clock Path Buffers at 2
* Ys async rst share at 0%
* Sw Share at between 10% and 20%
* Worst path required time at around 0.80 ns
* Critical path data arrival time at just under 0.8 ns
* Tot GR Track Use at under 10%
* Unrepaired setup endpoints after global routing: false
* Placed Cells at 94
* Setup Viol. Count Final at 0
* Worst-margin pin slew at 0.1116 ns
* Buf+Inv Stages, Crit Path at 1
* Initial antenna violation count at 0
* Core ar. at between 0.004 and 0.005 mm2
* Register share after synthesis at 100.0%
* Most common cell in the synthesized netlist: edfxtp_1
* FP Util at between 10% and 20%
* WL/cell at 11.95 um
* Final Cycle Share at 96.80%
* Clk pin slew, worst setup/hold paths at approximately 0.05 ns
* Row cnt at 23
* Routed via count at around 250
* Max reg flops at 14
* CTS tree: built
* Post-CTS Repair Setup Buffers at 0
* # Max-Cap Violations at 0
* P_leak at 0.2850 nW
* Worst setup SP type: register
* Yosys top cell area share at 100.0%
* P&R area growth vs syn at 83.04%
* Via-to-Cell Ratio at ~2.6
* Syn Std Cell Area at between 400 and 500 um2
* Highest cell delay on the worst timing path at between 0.3 and 0.4 ns
* Hold Vio Cnt, Final at 0
* Diode count at 0
* Multi-input combinational gate total at 0
* CTS Hold Bufs at 0
* Synth flops at 14
* Ports at 30
* Relative slew slack at 92.54%
* Synth Warn # at 1
* Main synth FF type: edfxtp_1
* Logic area at 0 um2
* Internal at approximately 0.0010 W
* Maximum vdd ir drop at 0.0003885 V
## path summary, 6_finish.rpt
path	startpoint	depth (start not counted)	to
worst max-delay path	q[8]	1	q[8]
worst min-delay path	d[8]	1	q[8]
## routing by layer
metal / up-vias / global-route usage, % / wire, um
li1: 123 / - / -
met1: 114 / 2.789 / 364
met2: 10 / 5.995 / 682
met3: 2 / 1.734 / 105
met4: 0 / 0.5988 / 6
met5: - / 0 / 0
## stage by stage
stage / worst slack [ns] / hold WS, ns / area [um2] / util [%] / power (W)
finish: 0.03200 / 0.5187 / 769.5 / 18.96 / 0.001252
detailed placement: -0.1615 / 0.7579 / 793.3 / 19.55 / 0.0008810
floorplan: 0.5013 / 0.2989 / 420.4 / - / 0.0007096
CTS: -0.01515 / 0.5136 / 829.5 / 20.44 / 0.001290
global placement: -0.1544 / 0.7616 / 793.3 / 19.55 / 0.0008790
global route: 0.004129 / 0.5082 / 769.5 / 18.96 / 0.001315
## power by group through the flow
stage     sequential [W]  clock, W  combinational, W
6_report        0.000709  0.000430          0.000113
5_1_grt         0.000713  0.000477          0.000125
4_1_cts         0.000710  0.000442          0.000138
## placed cells by master, fill, tap and decap left out, drive strengths merged
cell type	n
clkdlybuf4s50	15
clkdlybuf4s15	1
buf	2
clkbuf	15
edfxtp	14
## cells by family (layout without fill, tap and decap cells)
group,Yosys count,in the layout,synth area share [%]
DFF,14,14,100.0
buffers and inverters,0,33,0
## final cells by class
class	count	area [um2]
Fill cell	428	3288
Timing Repair Buffer	30	245.2
Clock buffer	3	41.29
Tap cell	50	62.56
Sequential cell	14	420.4
## repair_timing
action                     4_1_cts  5_1_grt
hold endpoints to repair         0        0
resized                         29       12
setup endpoints to repair       14       12
No activity file was given, so power comes from the tool's default toggle rates.
